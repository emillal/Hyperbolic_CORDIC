$ cat /design/flow/config.mk
export PLATFORM = sky130hd
export DESIGN_NAME = s_cordic
export DESIGN_NICKNAME = s_cordic
export VERILOG_FILES = /design/flow/design.v
export SDC_FILE = /design/flow/constraint.sdc
export NUM_CORES = 4
export LEC_CHECK = 1
export CORE_UTILIZATION = 50
$ cat /design/flow/run.sh
#!/bin/bash
# OpenROAD 26Q1-2900-gdf79404cd8, Yosys 0.63+post, stock flow scripts
make -C /OpenROAD-flow-scripts/flow DESIGN_CONFIG=/design/flow/config.mk WORK_HOME=/design/flow/orfs finish
$ cat /design/flow/design.v
`timescale 1ns / 1ps
module s_cordic( 
input clk,
input reset,
input [15:0] X_initial,Y_initial,
input [3:0] sn_initial,
input [15:0] theta_in,
output [3:0] sn_op_final,
output [15:0] theta_op_final,
output [15:0] Xo_final,Yo_final
    );
reg [15:0] X_pipeline[0:11], Y_pipeline[0:11], theta_pipeline[0:11];  
reg [3:0] s_pipeline[0:11];  
genvar j;  
integer k,m=0;  
wire [3:0] so_w[0:10];    
wire [15:0] theta_w[0:10]; 
wire [15:0] X_pipeline_w[0:10]; 
wire [15:0] Y_pipeline_w[0:10]; 
always @(posedge clk) begin
    if (reset) begin
        for (m = 0; m < 12; m = m + 1) begin  
            X_pipeline[m] <= 0;
            Y_pipeline[m] <= 0;
            theta_pipeline[m] <= 0;
            s_pipeline[m] <= 0;
        end
    end 
    else begin
        X_pipeline[0] <= X_initial;
        Y_pipeline[0] <= Y_initial;
        theta_pipeline[0] <= theta_in;
        s_pipeline[0] <= sn_initial;
        for ( k = 1; k < 12; k=k+1) begin  
            s_pipeline[k] <= so_w[k-1];  
            theta_pipeline[k] <= theta_w[k-1];
            X_pipeline[k] <=X_pipeline_w[k-1];
            Y_pipeline[k] <=Y_pipeline_w[k-1]; 
        end
    end
end
wire [15:0] theta_o;
wire [3:0] op1[0:12]; 
wire [3:0] op2[0:12]; 
     generate    
        for (j = 0; j < 12; j=j+1) begin  
           (*DONT_TOUCH = "YES"*) micro_sequence_gen inst_micro (.theta(theta_pipeline[j]),.so(so_w[j]),.theta_o(theta_w[j]));
            (*DONT_TOUCH = "YES"*) shift inst_sh (.s_n_1(s_pipeline[j]),.op1(op1[j]),.op2(op2[j]));
            (*DONT_TOUCH = "YES"*) coordinate_calc inst_cord (.xn(X_pipeline[j]),.yn(Y_pipeline[j]),.i(s_pipeline[j]),
                            .op1(op1[j]),.op2(op2[j]),
                             .xo(X_pipeline_w[j]),.yo(Y_pipeline_w[j]));
        end
       endgenerate 
assign Xo_final = X_pipeline[11];  
assign Yo_final = Y_pipeline[11];  
assign theta_op_final = theta_pipeline[11];  
assign  sn_op_final = s_pipeline[11];   
endmodule
module micro_sequence_gen(input [15:0]theta,
                          output [3:0] so,  
                          output [15:0] theta_o);
wire [3:0] x1;
wire [3:0]ML;
integer N = 15;  
wire [15:0] Nc;  
assign Nc = N[15:0];
(*DONT_TOUCH = "YES"*) MSODetector instMSO (.data(theta),.MSO(ML));
assign x1 = 15 - ML;  
assign so = (ML == N-1) ? 2 : x1;
wire [15:0] theta_n;
reg [15:0] temp;
always@ *
begin
    temp = 16'h7FFF; 
    temp[ML-1] = 0;  
end
assign theta_n = theta & temp;
assign theta_o = (ML == (Nc-4'b0001)) ? (theta - 16'b0010000000000000) :theta_n;
endmodule
module coordinate_calc(input [15:0]xn,yn,
                       input [3:0] op1,op2,i,
                       output [15:0]xo,yo);
wire [15:0] x1,x2;
wire [15:0] y1,y2;
assign x1 = xn + (xn >> op1);
assign y1 = (xn >> op2) + (xn >> i) ;
assign x2 = (yn >> op2) + (yn >> i) ;
assign y2 = yn + (yn >> op1);
assign xo = x1 + x2;
assign yo = y1 + y2;
endmodule 
module shift(input [3:0] s_n_1,
output reg [3:0] op1,op2);
wire [3:0] w1,w2;
assign w1 =  (s_n_1 << 1);
assign w2 =  s_n_1 + 2;
always@(*)begin
 op1 = w1 + 4'b0001;   
 op2 = w1 + w2;  
end
endmodule
module MSODetector (
    input [15:0] data,   
    output reg [3:0] MSO        
);
    parameter integer N = 16;   
    always @(data) begin
        casex (data)
		16'b01xxxxxxxxxxxxxx : MSO = 14;
		16'b001xxxxxxxxxxxxx : MSO = 13;
		16'b0001xxxxxxxxxxxx : MSO = 12;
		16'b00001xxxxxxxxxxx : MSO = 11;
		16'b000001xxxxxxxxxx : MSO = 10;
		16'b0000001xxxxxxxxx : MSO = 9;
		16'b00000001xxxxxxxx : MSO = 8;
		16'b000000001xxxxxxx : MSO = 7;
		16'b0000000001xxxxxx : MSO = 6;
		16'b00000000001xxxxx : MSO = 5;
		16'b000000000001xxxx : MSO = 4;
		16'b0000000000001xxx : MSO = 3;
		16'b00000000000001xx : MSO = 2;
		16'b000000000000001x : MSO = 1;
		16'b0000000000000001 : MSO = 0;
		default : MSO = 0;
		endcase    
    end
endmodule
$ cat /design/flow/constraint.sdc
current_design s_cordic

set clk_period 18.2
set clk_io_pct 0.2

create_clock -name clk0 -period $clk_period [get_ports {clk}]

set non_clock_inputs [all_inputs -no_clocks]
set_input_delay [expr $clk_period * $clk_io_pct] -clock clk0 $non_clock_inputs
set_output_delay [expr $clk_period * $clk_io_pct] -clock clk0 [all_outputs]
==> summary.txt <==
The full implementation flow was run.

The power report attributes to the sequential group a share of 0.140. The number of global-route vias before repair was 75500. Buffers added to address setup during post-CTS repair amount to 0. The most common logic cells in the final layout are 1550 x sky130_fd_sc_hd__nor2_1, 983 x sky130_fd_sc_hd__nand2_1, 892 x sky130_fd_sc_hd__o21ai_0, 836 x sky130_fd_sc_hd__a21oi_1, 743 x sky130_fd_sc_hd__inv_1. The clock latency at the later pin of the worst-skew pair stands at ~0.7 ns.

The clock arrives with roughly 0.032 ns of skew. Summed over all layers, the global routing overflow is 0. Per the final layout report, the fraction of cells sized above drive strength 1 comes to 0.0658.

Looking at the cell usage after synthesis, the top flip-flop cell is sky130_fd_sc_hd__dfxtp_1. For this design the static power due to leakage is a little under 40 nW. The maximum number of pins on one net before global-route repair stands at 141. For this design the total switching power over the nets is between 9 and 10 mW.

The total via count after detailed routing stands at 78200. The number of buffer and inverter instances along the worst setup path stands at 5. The power density relative to cell area stands at about 210 nW/um2. The routed length per placed instance stands at roughly 22 um. The number of cells produced by synthesis stands at ~11000.

STA classifies the critical path startpoint as a flip-flop. The final count of hold timing violations stands at 0. The aggregate global-route resource usage stands at 0.350.

Per the detail_route report, DRC violations left total 0. The kind of cell with the highest combined delay along the critical path is adder cells. After synthesis, the mean cell area works out to 7.70 um2. The number of inserted diodes stands at 0. At the end of routability-driven placement, the weighted congestion stood at between 1 and 1.5.

The final tally of setup violations stands at 0. The number of gates resized after CTS stands at 0. The tally of filler cells in the layout stands at between 15000 and 20000. The arrival time reported for the critical path endpoint stands at roughly 7.7 ns. The final timing report lists a max-slew violation count of 0. The maximum clock frequency stands at roughly 0.14 GHz.

The first global-routing pass estimated 443000 um of wire. The required time at the worst endpoint is listed as ~19 ns. The reported max-cap violation count stands at 0.

STA classifies the critical path endpoint as a flip-flop. The share of total power dissipated in the clock network is 0.091. The number of antenna violations at the first check in global routing stands at 3. The area taken by flip-flops and latches stands at around 13000 um2. According to the CTS report, the clock sink count is approximately 620. The overall die size recorded for this design is between 150000 and 200000 um2. The longest incremental delay of any stage on the critical path is reported as about 0.8 ns. The critical path maximum fanout is about 55. At the floorplan stage, the core utilization is reported as 0.503. The summed standard-cell area reported by yosys stands at about 84000 um2. The cell area after synthesis stands at around 84000 um2. The worst path needs between 7 and 8 ns of the cycle, external delays included. Looking at the clock tree report, the root buffer type is sky130_fd_sc_hd__clkbuf_16. The final design utilization stands at 0.536. Per Yosys stat, the portion of area used by sequential elements is 0.149. In this run the tool buffered the top-level ports with 105 buffer cells. For this design, the slowest cell found on the critical path is sky130_fd_sc_hd__clkinv_1.

Per the slew report, the remaining headroom to the max-slew limit stands at 0.360. The share of flip-flops with an asynchronous set or reset after synthesis stands at 0. The tally of OpenROAD warnings stands at 89.

The setup slack of the most critical reg-to-reg path stands at between 10 and 15 ns. In the final timing run, aggregate negative setup slack is 0 ns. The maximum clock insertion buffer count stands at 3. The antenna violation net count after detailed routing stands at 0. The core region is approximately 170000 um2.

Synthesis inferred about 620 register bits. The min-delay analysis places its worst path in the category flip-flop to flip-flop. The slew of the pin with the lowest slew margin stands at 0.947 ns. The number of hold buffers added after CTS was 0. The average vias per placed instance stands at ~6. The number of cell instances after yosys synthesis stands at ~11000. The area of combinational cells with multiple inputs stands at between 60000 and 70000 um2. Per the cell usage report, the commonest logic cell in the layout is sky130_fd_sc_hd__nor2_1.

In this run the vertical extent of the chip is slightly above 400 um. By startpoint and endpoint, the worst setup path is classified as flip-flop to flip-flop. The count of library flops with an enable pin stands at 0. The switching fraction of total power stands at 0.530.

The H-tree depth reported by CTS stands at 3. TritonCTS built the clock tree. The post-detailed-routing wire length stands at about 290000 um.

Per the synthesis report, the number of distinct cell types is between 100 and 150. The number of top-level pins stands at about 110. Setup repair after global routing left no endpoint under its margin. The final critical-path share of the clock period stands at 0.393.

From synthesis to final layout, the design area changed by 6.48%. The horizontal die size stands at approximately 410 um. The report lists the cells along the critical path as buf_4 -> clkinv_1 -> ha_2 -> inv_1 -> ha_1 -> xor2_1 -> xor2_1 -> buf_4 -> mux2_2 -> fa_1 -> fa_1 -> inv_1 -> ha_1 -> nor2b_1 -> o21ai_0 -> a21oi_1 -> o41ai_1 -> o2111ai_1 -> a221oi_1 -> xnor2_1 -> nor2_1. Once detailed placement completed, the half-perimeter wirelength came to about 220000 um. The clock transition time at the flip-flop clock pins of the worst setup and hold paths stands at around 0.06 ns. The internal power component stands at between 8 and 9 mW. The first detailed-routing pass ran for 9 iterations. The run finished with clean final reports. The count of standard-cell rows stands at about 150.

The power report attributes to the combinational group a share of 0.770. The highest supply drop recorded on VDD is 0.000283 V. The count of synthesis-stage warnings from yosys stands at 12. The starting DRC count in detailed routing stands at about 6700.

The CTS buffer count stands at slightly below 80.
==> final cells by class <==
class	count	share of cell area
clock buffers	106	0.0256
clock inverters	33	0.00556
inverters	761	0.0319
multi-input cells	8911	0.743
flip-flops and latches	624	0.140
well taps	2204	0.0308
repair buffers	241	0.0233
==> state kept, by name, summed over array words and instances (netlist names) <==
name	flops
s_pipeline	48
theta_pipeline	192
X_pipeline	192
Y_pipeline	192
==> worst min-delay path: stages (launching register included) <==
cell and delay, ns:
sky130_fd_sc_hd__dfxtp_1 0.31, sky130_fd_sc_hd__inv_1 0.05, sky130_fd_sc_hd__a311oi_1 0.04
==> per-layer routing <==
| metal | global-route usage | wire length, um |
|---|---|---|
| met5 | 0.00933 | 177 |
| met1 | 0.494 | 120000 |
| met2 | 0.527 | 128000 |
| met3 | 0.0960 | 24900 |
| met4 | 0.131 | 13300 |
==> through the flow <==
stage	worst slack (ns)	hold slack, ns	power [mW]	std cells	instance area, um2
finish	11.04	0.441	18.7	12900	89500
floorplan	11.85	0.399	12.8	10900	84100
global placement	11.21	0.431	16.8	12700	86700
detailed placement	11.18	0.444	16.8	12700	86700
global route	10.61	0.469	20.7	12900	89500
CTS	11.16	0.445	18.7	12900	89500
==> final timing paths <==
| path | to | start | cells after the start |
|---|---|---|---|
| max | X_pipeline[6][15] | s_pipeline[5][1] | 21 |
| min | theta_pipeline[4][1] | theta_pipeline[3][1] | 2 |
| min reg2reg | theta_pipeline[4][1] | theta_pipeline[3][1] | 2 |
| max reg2reg | X_pipeline[6][15] | s_pipeline[5][1] | 21 |
==> synth_stat cells (34+ instances only) <==
cell | instances | area (um2)
sky130_fd_sc_hd__nand2b_1 | 116 | 726
sky130_fd_sc_hd__o22ai_1 | 115 | 719
sky130_fd_sc_hd__nor2_1 | 1550 | 5820
sky130_fd_sc_hd__nand2_1 | 983 | 3690
sky130_fd_sc_hd__nor3_1 | 275 | 1380
sky130_fd_sc_hd__a31oi_1 | 80 | 500
sky130_fd_sc_hd__a21boi_0 | 34 | 255
sky130_fd_sc_hd__a21o_1 | 102 | 766
sky130_fd_sc_hd__fa_1 | 660 | 13200
sky130_fd_sc_hd__a211oi_1 | 221 | 1660
sky130_fd_sc_hd__or2_2 | 44 | 275
sky130_fd_sc_hd__a311oi_1 | 42 | 368
sky130_fd_sc_hd__nor2b_1 | 318 | 1990
sky130_fd_sc_hd__o21ai_0 | 892 | 4460
sky130_fd_sc_hd__dfxtp_1 | 624 | 12500
sky130_fd_sc_hd__and2_1 | 94 | 588
sky130_fd_sc_hd__mux2_2 | 130 | 1460
sky130_fd_sc_hd__and3_1 | 88 | 551
sky130_fd_sc_hd__inv_1 | 744 | 2790
sky130_fd_sc_hd__xor2_1 | 148 | 1300
sky130_fd_sc_hd__nand3_1 | 199 | 996
sky130_fd_sc_hd__o22a_1 | 50 | 438
sky130_fd_sc_hd__clkbuf_1 | 497 | 1870
sky130_fd_sc_hd__o211ai_1 | 46 | 345
sky130_fd_sc_hd__or3_1 | 47 | 294
sky130_fd_sc_hd__a21oi_1 | 836 | 4180
sky130_fd_sc_hd__buf_1 | 121 | 454
sky130_fd_sc_hd__xnor2_1 | 257 | 2250
sky130_fd_sc_hd__ha_1 | 514 | 6430
sky130_fd_sc_hd__mux4_2 | 136 | 3060
sky130_fd_sc_hd__mux2i_1 | 384 | 3840
==> cell families (layout without fill, tap and decap cells) <==
group                    count (synthesis)  count (layout)  synth area share
buffers and inverters                 1382            1141            0.0618
flip-flops                             624             624             0.149
adder cells (fa/ha/maj)               1174            1174             0.234
multiplexers                           650             650            0.0996
AND-OR/OR-AND                         2784            2784             0.202
AND/OR/NAND/NOR                       3891            3891             0.211
XOR/XNOR                               412             412            0.0435
==> power groups by stage <==
stage / logic (mW) / registers (mW) / clock network (mW)
finish: 14.4 / 2.61 / 1.69
global route: 16.2 / 2.64 / 1.79
CTS: 14.4 / 2.58 / 1.74
Power figures rest on the tool's default switching activity, not on a simulated workload.
