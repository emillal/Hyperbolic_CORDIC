==> flow/design.v <==
`timescale 1ns / 1ps
module flow(
    input clk,
    input [15:0] theta0,
    output reg [15:0] cosh_r,
    output reg [15:0] sinh_r
    );
    integer a;
    wire [15:0] X0,Y0;
    assign Y0 = a[31:16];
    assign X0 = a[16:0];
    wire [15:0] X1, Y1, X2, Y2, X3, Y3;
	wire [15:0] theta1, theta2, theta3;
	wire [15:0] cosh,sinh;
	reg [15:0] X1_r, Y1_r, X2_r, Y2_r, X3_r, Y3_r;
	reg [15:0] theta1_r, theta2_r, theta3_r;
	stage_1 s1(X0, Y0, theta0, X1, Y1, theta1);
	stage_2 s2(X1_r, Y1_r, theta1_r, X2, Y2, theta2);
	stage_3 s3(X2_r, Y2_r, theta2_r, X3, Y3, theta3);
	stage_4 s4(X3_r, Y3_r, theta3_r, cosh, sinh);
    initial a = 16384;
	always@(posedge clk)
	begin
	   theta1_r <= theta1;
	   theta2_r <= theta2;
	   theta3_r <= theta3;
	   X1_r <= X1;
       X2_r <= X2;
       X3_r <= X3;
       Y1_r <= Y1;
       Y2_r <= Y2;
       Y3_r <= Y3;
       cosh_r <= cosh;
       sinh_r <= sinh;
	end
endmodule
module stage_1(
	input [15:0] X0, Y0, t0,
	output reg [15:0] X1, Y1, t1);
	wire [15:0] t_abs;
	wire s_bit;
	wire [15:0] xs, xc, ys, yc;
	(*DONT_TOUCH = "YES"*) abs1 inst1 (t0, t_abs, s_bit);
	(*DONT_TOUCH = "YES"*) shift_1 inst2  (X0,Y0,xc,ys);
	(*DONT_TOUCH = "YES"*) shift_1 inst3 (Y0,X0,yc,xs);
	always@(*)begin
		if(t_abs <=16'b0001000000000000)
		begin
			X1 = X0;
			Y1 = Y0;
			t1 = t0;	
		end
		else
		begin
		     X1 = (s_bit) ? xc-ys : xc+ys ;
		     Y1 = (s_bit) ? yc-xs : yc+xs ;
		     t1 = (s_bit) ? t0 +16'b0010000000000000 : t0 - 16'b0010000000000000 ;
		end
	end
endmodule
module stage_2(
	input [15:0]X,Y,t,
	output reg [15:0] Xn, Yn, tn);
	wire [15:0] t_abs;
	wire s_bit;
	(*DONT_TOUCH = "YES"*) abs1 inst4(t,t_abs,s_bit);
	wire [15:0] xc,ys, yc, xs;
	(*DONT_TOUCH = "YES"*) shift_2 inst5(X,Y,t_abs,xc,ys);
	(*DONT_TOUCH = "YES"*) shift_2 inst6(Y,X,t_abs,yc,xs);
	always@(*)begin
		if(t_abs <= 16'b0000010000000000)
		begin
			Xn = X;
			Yn = Y;
			tn = t;
		end
		else
		begin
			Xn = (s_bit)? (xc-ys) : (xc+ys) ;
			Yn = (s_bit)? (yc-xs) : (yc+xs) ;
			if (t_abs > 16'b0000110000000000)
			begin
				tn = (s_bit) ? (t+16'b0001000000000000) : (t-16'b0001000000000000) ;
			end
			else
			begin
				tn = (s_bit) ? (t+16'b0000100000000000) : (t-16'b0000100000000000) ;
			end
		end
	end
endmodule
module stage_3(
	input [15:0]X,Y,t,
	output reg [15:0] Xn, Yn, tn);
	wire [15:0] t_abs;
	wire s_bit;
	(*DONT_TOUCH = "YES"*) abs1 inst7(t,t_abs,s_bit);
	wire [15:0] xc,ys, yc, xs;
	(*DONT_TOUCH = "YES"*) shift_3 inst8(X,Y,t_abs,xc,ys);
	(*DONT_TOUCH = "YES"*) shift_3 inst9(Y,X,t_abs,yc,xs);
	always@(*)begin
		if(t_abs <= 16'b0000000100000000)
		begin
			Xn = X;
			Yn = Y;
			tn = t;
		end
		else
		begin
			Xn = (s_bit)? (xc-ys) : (xc+ys) ;
			Yn = (s_bit)? (yc-xs) : (yc+xs) ;
			if (t_abs > 16'b0000001100000000)
			begin
				tn = (s_bit) ? (t+16'b0000010000000000) : (t-16'b0000010000000000) ;
			end
			else
			begin
				tn = (s_bit) ? (t+16'b0000001000000000) : (t-16'b0000001000000000) ;
			end
		end
	end
endmodule
module stage_4(
	input [15:0] X,Y,t,
	output [15:0] Xn, Yn);
	wire [15:0] t_abs;
	wire s_bit;
	wire [3:0] kc;
	(*DONT_TOUCH = "YES"*)abs1 inst10(t,t_abs,s_bit);
	wire [15:0] X_sh, Y_sh;
	assign X_sh = (X>>7);
	assign Y_sh = (Y>>7);
	assign Xn = (s_bit) ? (X + (X>>13) -Y_sh) : (X + (X>>13) +Y_sh) ; 
	assign Yn = (s_bit) ? (Y + (Y>>13) -X_sh) : (Y + (Y>>13) +X_sh) ;  
endmodule
module shift_1 (
	input [15:0] x,y,
	output [15:0] xs, ys);
	assign ys = (y>>1) + (y>>6) + (y>>8) + (y>>10) + (y>>11);
   	assign xs = (x) + (x>>3) + (x>>9) + (x>>11) + (x>>13) + (x>>15);
endmodule
module shift_2(
	input [15:0] x,y,
	input [15:0] t_abs,
	output [15:0] sx,sy);
	wire [15:0] sx_1, sx_2;
	assign sx_1 = (x) + (x>>5) + (x>>13) + (x>>15); 
	assign sx_2 = (x) + (x>>7);
	assign sx = (t_abs  > 16'b0000110000000000) ? sx_1 : sx_2;
	wire [15:0] sy_1, sy_2;
	assign sy_1 = (y>>2) + (y>>9) + (y>>11) + (y>>13) + (y>>15);
	assign sy_2 = (y>>3) + (y>>12) + (y>>14);
	assign sy = (t_abs  > 16'b0000110000000000) ? sy_1 : sy_2;
endmodule
module shift_3(
	input[15:0]x,y,
	input [15:0] t_abs,
	output [15:0] sx,sy);
	wire [15:0] sx_1, sx_2;
	assign sx_1 = (x) + (x>>9);
	assign sx_2 = (x) + (x>>11);
	assign sx = (t_abs  > 16'b0000001100000000) ? sx_1 : sx_2;
	wire [15:0] sy_1, sy_2;
	assign sy_1 = (y>>4) + (y>>15);
	assign sy_2 = (y>>5);
	assign sy = (t_abs  > 16'b0000001100000000) ? sy_1 : sy_2;
endmodule
module abs1(
	input [15:0] theta,
	output [15:0] a_theta,
	output sign);
	wire [15:0] sign_16;
	wire [15:0] sign_1;
	assign sign = theta[15];
	assign sign_16 = {16{theta[15]}};
	assign sign_1 = {15'b0 , theta[15]};
	assign a_theta = (theta^sign_16) + sign_1;
endmodule
==> flow/run.sh <==
#!/bin/bash
# OpenROAD 26Q1-2900-gdf79404cd8, Yosys 0.63+post, stock flow scripts
make -C /OpenROAD-flow-scripts/flow DESIGN_CONFIG=/design/flow/config.mk WORK_HOME=/design/flow/orfs finish
==> flow/config.mk <==
export PLATFORM = sky130hd
export DESIGN_NAME = flow
export DESIGN_NICKNAME = flow
export VERILOG_FILES = /design/flow/design.v
export SDC_FILE = /design/flow/constraint.sdc
export NUM_CORES = 4
export LEC_CHECK = 1
export CORE_UTILIZATION = 50
==> flow/constraint.sdc <==
current_design flow

set clk_period 17.6
set clk_io_pct 0.2

create_clock -name clk0 -period $clk_period [get_ports {clk}]

set non_clock_inputs [all_inputs -no_clocks]
set_input_delay [expr $clk_period * $clk_io_pct] -clock clk0 $non_clock_inputs
set_output_delay [expr $clk_period * $clk_io_pct] -clock clk0 [all_outputs]
==> summary.rpt <==
FLOW METRICS REPORT
----------------------------------------------------
[Finish]
  Top logic cells by instance count in the layout ........................ sky130_fd_sc_hd__nor2_1, sky130_fd_sc_hd__nand2_1, sky130_fd_sc_hd__ha_1
  Share of final-layout standard cells stronger than drive strength 1 ........................ about 4.8%
  Filler-free cell count of the finished design ........................ 2159
  Most common cell after layout, fill and taps aside ........................ sky130_fd_sc_hd__nor2_1
  Fill count ........................ roughly 2500
  Post-synthesis to final-layout area growth ........................ 9.15%

[Route]
  Vias after detailed routing ........................ between 10000 and 15000
  Wire length per cell ........................ 15.3 µm
  Routed via count divided by cell count ........................ roughly 5.5
  Final routed DRC violation total ........................ 0
  Number of diodes ........................ 0
  Wire length reported by the detailed router ........................ approximately 33000 µm
  Number of DRC markers after the initial detailed-route iteration ........................ roughly 770
  Drt first pass iters ........................ 5
  Antenna-violating nets left ........................ 0

[CTS]
  Insertion delay to the later sink of the worst-skew pair ........................ 420 ps
  TritonCTS clock tree ........................ yes
  H-tree levels ........................ 4
  Number of clock sinks seen by CTS ........................ roughly 130
  Reg clk slew, reported paths ........................ 60 ps
  Hold-fix buffers at CTS ........................ 0
  CTS root buffer ........................ sky130_fd_sc_hd__clkbuf_16
  Total CTS buffers ........................ 17
  Post_cts resized ........................ 0
  Post-CTS Setup Inserts ........................ 0
  Clock buffer depth ........................ 2

[Critical path]
  Setup slack, reg-to-reg ........................ approximately 11000 ps
  Number of cells on the critical path ........................ 11
  Cells along the critical path ........................ clkdlybuf4s50_1 -> clkinv_1 -> or3_1 -> a221o_1 -> nor2_1 -> xnor2_1 -> nor4b_1 -> o22ai_1 -> o21ai_1 -> o2111ai_1 -> mux2_2
  Endpoint of the worst setup timing path ........................ theta1_r[14]$_DFF_P_
  Buffering stage count on the worst path with inverters included ........................ 2
  CP peak stage delay ........................ about 940 ps
  Timing startpoint of the critical path ........................ theta0[15]
  Critical path required time ........................ between 15000 and 20000 ps
  Worst setup path category ........................ in -> reg
  Reg-to-Reg End ........................ X2_r[14]$_SDFF_PP1_
  Length in cells of the worst reg-to-reg path ........................ 27
  Critical path arrival ........................ ~7400 ps
  Library cell contributing the largest single delay on the critical path ........................ sky130_fd_sc_hd__clkdlybuf4s50_1
  Crit Path Max Fanout ........................ 21
  Startpoint types ........................ input port
  Crit path capture type ........................ flop
  Crit path max-delay family ........................ buffers and inverters
  Critical R2R Launch ........................ theta1_r[15]$_DFF_P_

[Die]
  Core area ........................ ~27000 µm²
  Number of top-level pins ........................ 49
  Chip height ........................ roughly 170 µm
  Std-Cell Rows ........................ 60
  Die Area ........................ 28200 µm²
  Chip width ........................ roughly 170 µm
  Pre-placement core utilization ........................ between 50 and 60%

[Yosys]
  Synth warnings ........................ 4
  Synthesized registers ........................ approximately 130
  Async SR Flop Fraction ........................ 0%
  Syn avg cell area ........................ 7.59 µm²
  Syn Inst Count ........................ 1816
  Mux contribution to synthesized area ........................ under 10%
  Tally of unique sky130hd cells used after synthesis ........................ ~80
  Sequential share of the synthesized area ........................ about a fifth
  Largest non-sequential cell family by area ........................ simple AND/OR/NAND/NOR gates
  Summed standard-cell area reported by yosys ........................ 13800 µm²
  Compound-Gate Fraction of Synth Area ........................ between 15 and 20%
  XOR Share, Synth ........................ 14.7%
  Primary flip-flop cell chosen by synthesis mapping ........................ sky130_fd_sc_hd__dfxtp_1
  Adder-cell share of the synthesized area ........................ approximately 16%
  Area fraction in and, or, nand and nor cells after synthesis ........................ 21.8%
  Summed instance area of the synthesized netlist ........................ 13800 µm²
  Yosys cell count ........................ around 1800
  Number of flops mapped to enable cells by yosys ........................ 0

[Final timing]
  Count of final max-slew check failures ........................ 0
  Setup-failing EPs final ........................ 0
  Final period demand of the worst path ........................ 7100 ps
  Number of failing hold endpoints at the final stage ........................ 0
  Unrepaired setup endpoints after global routing ........................ no
  Period utilization ........................ about two fifths
  Highest attainable clock frequency ........................ around 0.14 GHz
  Worst slew margin relative to its limit ........................ between 50% and 60%
  Transition at the pin with the smallest max-transition slack ........................ 742 ps
  Aggregate negative setup slack ........................ 0 ps
  Worst Clk Skew ........................ approximately 14 ps

[Worst hold path]
  Worst min-delay path startpoint ........................ theta1_r[0]$_DFF_P_
  Path category of the worst min-delay check ........................ reg -> reg

[Flow run]
  Maxcap violations ........................ 0
  Count of warning messages emitted by the tools ........................ 42

[GRT]
  Global router's overall resource usage ........................ between 20% and 30%
  Pin count of the biggest net entering global routing ........................ 67
  Total global routing overflow ........................ 0
  First-pass GRT wire length ........................ 54600 µm
  Antenna violations before repair ........................ 0
  Vias in the first global route ........................ between 10000 and 15000

[Placement]
  Number of buffers inserted by port buffering ........................ ~48
  Placed insts ........................ 2127
  Placer's final routability congestion estimate ........................ about 0.9
  Post-detail-place hpwl ........................ 25700 µm

[Status]
  Outcome ........................ finished, final reports clean

----------------------------------------------------
[metrics by stage]
| stage | cell area [µm²] | hold WS, ps | utilization [%] | setup WS (ps) |
|---|---|---|---|---|
| 6_report | 15000 | 405 | 55.6 | 10500 |
| 5_1_grt | 15000 | 428 | 55.6 | 9910 |
| 3_3_place_gp | 14400 | 382 | 53.4 | 10020 |
| 3_5_place_dp | 14400 | 382 | 53.4 | 10010 |
| 2_1_floorplan | 13800 | 329 | - | 10380 |
| 4_1_cts | 15000 | 396 | 55.6 | 10460 |
[final cells by class]
class / count / area [µm²] / area share (%)
multi-input combinational: 1481 / 10300 / 68.8
clock inverter: 13 / 158 / 1.05
tap: 341 / 427 / 2.84
sequential: 133 / 2660 / 17.7
inverter: 114 / 430 / 2.86
timing repair buffer: 58 / 556 / 3.70
clock buffer: 19 / 453 / 3.01
[worst min-delay path by stage]
stage                                  to  slack, ps  cells after the start
after CTS             theta2_r[0]$_DFF_P_        400                      0
after global routing  theta2_r[0]$_DFF_P_        430                      0
final                 theta2_r[0]$_DFF_P_        410                      0
[per-layer routing]
layer  track usage, %  wire length (µm)  up-vias
met5                0                 0        -
met2             42.1             15800      185
li1                 -                 -     6300
met3             2.15               859       31
met4             5.19               782        0
met1             33.4             15500     5462
[cell usage after synthesis (11+ instances only)]
cell type                  count  area share (%)
sky130_fd_sc_hd__a21boi_0     19             1.0
sky130_fd_sc_hd__a21o_1       24             1.3
sky130_fd_sc_hd__a21oi_1     127             4.6
sky130_fd_sc_hd__a31oi_1      20            0.91
sky130_fd_sc_hd__and2_1       24             1.1
sky130_fd_sc_hd__and3_1       22             1.0
sky130_fd_sc_hd__clkbuf_1     70             1.9
sky130_fd_sc_hd__dfxtp_1     133              19
sky130_fd_sc_hd__fa_1         16             2.3
sky130_fd_sc_hd__ha_1        151              14
sky130_fd_sc_hd__inv_1       111             3.0
sky130_fd_sc_hd__mux2_2       17             1.4
sky130_fd_sc_hd__mux2i_1      18             1.3
sky130_fd_sc_hd__nand2_1     179             4.9
sky130_fd_sc_hd__nand2b_1     22             1.0
sky130_fd_sc_hd__nand3_1      44             1.6
sky130_fd_sc_hd__nand4_1      11            0.50
sky130_fd_sc_hd__nor2_1      183             5.0
sky130_fd_sc_hd__nor2b_1      21            0.95
sky130_fd_sc_hd__nor3_1       39             1.4
sky130_fd_sc_hd__o21ai_0     108             3.9
sky130_fd_sc_hd__o31ai_1      17            0.93
sky130_fd_sc_hd__or2_2        14            0.64
sky130_fd_sc_hd__or3_1        18            0.82
sky130_fd_sc_hd__xnor2_1     146             9.3
sky130_fd_sc_hd__xor2_1       83             5.3
[sequential cells by signal, summed over array words and instances (netlist names)]
name / flops
theta3_r: 1
X2_r: 16
cosh_r: 16
X1_r: 1
sinh_r: 16
X3_r: 16
Y2_r: 16
theta1_r: 16
theta2_r: 16
Y1_r: 3
Y3_r: 16
[logic make-up after synthesis]
kind of cell | count (synthesis)
flops | 133
xor+xnor | 230
compound gates | 421
simple gates | 625
mux | 37
fa+ha+maj | 168
buf+inv | 202
